**config.mk**
```make
export PLATFORM = sky130hd
export DESIGN_NAME = datapath
export DESIGN_NICKNAME = datapath
export VERILOG_FILES = /design/flow/design.v
export SDC_FILE = /design/flow/constraint.sdc
export NUM_CORES = 4
export LEC_CHECK = 1
export CORE_UTILIZATION = 30
```
**constraint.sdc**
```tcl
current_design datapath

set clk_period 39.4
set clk_io_pct 0.2

create_clock -name clk0 -period $clk_period [get_ports {clk}]

set non_clock_inputs [all_inputs -no_clocks]
set_input_delay [expr $clk_period * $clk_io_pct] -clock clk0 $non_clock_inputs
set_output_delay [expr $clk_period * $clk_io_pct] -clock clk0 [all_outputs]
```
**design.v**
```verilog
module alu (
    input [31:0] src1,
    input [31:0] src2,
    input [3:0] alu_op,
    output reg [31:0] alu_result,
    output zero
);
    always @(*) begin
        if (alu_op == 4'b0000) begin
            alu_result = src1 + src2;
        end else if (alu_op == 4'b0001) begin
            alu_result = src1 - src2;
        end else if (alu_op == 4'b0010) begin
            alu_result = src1 & src2;
        end else if (alu_op == 4'b0011) begin
            alu_result = src1 | src2;
        end else if (alu_op == 4'b0110) begin
            alu_result = src1 >>> src2[4:0];
        end else if (alu_op == 4'b1010) begin
            alu_result = src1 & src2;
        end else begin
            alu_result = 32'b0;
        end
    end
    assign zero = (alu_result == 32'b0);
endmodule
module control_unit (
    input [6:0] opcode,
    input [2:0] funct3,
    input [6:0] funct7,
    output reg RegWrite,
    output reg MemtoReg,
    output reg MemRead,
    output reg MemWrite,
    output reg [3:0] ALUOp,
    output reg ALUSrc,
    output reg Branch
);
    localparam R_TYPE = 7'b0110011;
    localparam I_TYPE_LOAD = 7'b0000011;
    localparam I_TYPE_ALU = 7'b0010011;
    localparam S_TYPE = 7'b0100011;
    localparam B_TYPE = 7'b1100011;
    always @(*) begin
        RegWrite = 1'b0;
        MemtoReg = 1'b0;
        MemRead = 1'b0;
        MemWrite = 1'b0;
        ALUOp = 4'b0000;
        ALUSrc = 1'b0;
        Branch = 1'b0;
        case (opcode)
            R_TYPE: begin
                RegWrite = 1'b1;
                ALUSrc = 1'b0;
                case ({funct7, funct3})
                    10'b0000000_000: ALUOp = 4'b0000;
                    10'b0100000_000: ALUOp = 4'b0001;
                    10'b0000000_110: ALUOp = 4'b0011;
                    10'b0000000_111: ALUOp = 4'b0010;
                    10'b0000000_101: ALUOp = 4'b0110;
                    default: ALUOp = 4'b0000;
                endcase
            end
            I_TYPE_LOAD: begin
                RegWrite = 1'b1;
                MemtoReg = 1'b1;
                MemRead = 1'b1;
                ALUSrc = 1'b1;
                ALUOp = 4'b0000;
            end
            I_TYPE_ALU: begin
                RegWrite = 1'b1;
                ALUSrc = 1'b1;
                case (funct3)
                    3'b111: ALUOp = 4'b1010;
                    3'b000: ALUOp = 4'b0000;
                    default: begin end
                endcase
            end
            S_TYPE: begin
                MemWrite = 1'b1;
                ALUSrc = 1'b1;
                ALUOp = 4'b0000;
            end
            B_TYPE: begin
                Branch = 1'b1;
                ALUSrc = 1'b0;
                ALUOp = 4'b0001;
            end
            default: begin
            end
        endcase
    end
endmodule
module datapath (
    input clk,
    input rst,
    input [31:0] instruction,
    input [31:0] read_data_mem,
    output [31:0] pc_out,
    output [31:0] alu_result_out,
    output [31:0] write_data_mem,
    output [4:0] rs2_addr_out,
    output MemRead_out,
    output MemWrite_out,
    output Branch_out,
    output RegWrite_out,
    output MemtoReg_out,
    output ALUSrc_out,
    output [3:0] ALUOp_out
);
    localparam R_TYPE = 7'b0110011;
    localparam I_TYPE_LOAD = 7'b0000011;
    localparam I_TYPE_ALU = 7'b0010011;
    localparam S_TYPE = 7'b0100011;
    localparam B_TYPE = 7'b1100011;
    wire [6:0] opcode;
    wire [4:0] rs1_addr, rs2_addr, rd_addr;
    wire [2:0] funct3;
    wire [6:0] funct7;
    wire [31:0] pc_next;
    wire [31:0] pc_plus_4;
    wire [31:0] pc_branch_target;
    wire [31:0] rs1_data, rs2_data;
    wire [31:0] alu_src2;
    wire [31:0] alu_result;
    wire zero;
    wire [31:0] write_back_data;
    wire RegWrite, MemtoReg, MemRead, MemWrite, ALUSrc, Branch;
    wire [3:0] ALUOp;
    wire [31:0] immediate;
    reg [31:0] pc;
    assign pc_out = pc;
    assign alu_result_out = alu_result;
    assign write_data_mem = rs2_data;
    assign rs2_addr_out = rs2_addr;
    assign MemRead_out = MemRead;
    assign MemWrite_out = MemWrite;
    assign Branch_out = Branch;
    assign RegWrite_out = RegWrite;
    assign MemtoReg_out = MemtoReg;
    assign ALUSrc_out = ALUSrc;
    assign ALUOp_out = ALUOp;
    assign opcode = instruction[6:0];
    assign rd_addr = instruction[11:7];
    assign funct3 = instruction[14:12];
    assign rs1_addr = instruction[19:15];
    assign rs2_addr = instruction[24:20];
    assign funct7 = instruction[31:25];
    assign pc_plus_4 = pc + 32'd4;
    assign pc_branch_target = pc + immediate;
    always @(posedge clk or posedge rst) begin
        if (rst) begin
            pc <= 32'b0;
        end else begin
            if (Branch && zero) begin
                pc <= pc_branch_target;
            end else begin
                pc <= pc_plus_4;
            end
        end
    end
    control_unit cu (
        .opcode(opcode),
        .funct3(funct3),
        .funct7(funct7),
        .RegWrite(RegWrite),
        .MemtoReg(MemtoReg),
        .MemRead(MemRead),
        .MemWrite(MemWrite),
        .ALUOp(ALUOp),
        .ALUSrc(ALUSrc),
        .Branch(Branch)
    );
    register_file rf (
        .clk(clk),
        .rst(rst),
        .RegWrite(RegWrite),
        .rs1_addr(rs1_addr),
        .rs2_addr(rs2_addr),
        .rd_addr(rd_addr),
        .write_data(write_back_data),
        .rs1_data(rs1_data),
        .rs2_data(rs2_data)
    );
    wire [31:0] i_immediate;
    wire [31:0] s_immediate;
    wire [31:0] b_immediate;
    assign i_immediate = {{20{instruction[31]}}, instruction[31:20]};
    assign s_immediate = {{20{instruction[31]}}, instruction[31:25], instruction[11:7]};
    assign b_immediate = {{20{instruction[31]}}, instruction[7], instruction[30:25], instruction[11:8], 1'b0};
    assign immediate = (opcode == I_TYPE_LOAD || opcode == I_TYPE_ALU) ? i_immediate :
                       (opcode == S_TYPE) ? s_immediate :
                       (opcode == B_TYPE) ? b_immediate : 32'b0;
    assign alu_src2 = ALUSrc ? immediate : rs2_data;
    alu alu_inst (
        .src1(rs1_data),
        .src2(alu_src2),
        .alu_op(ALUOp),
        .alu_result(alu_result),
        .zero(zero)
    );
    assign write_back_data = MemtoReg ? read_data_mem : alu_result;
endmodule
module register_file (
    input clk,
    input rst,
    input RegWrite,
    input [4:0] rs1_addr,
    input [4:0] rs2_addr,
    input [4:0] rd_addr,
    input [31:0] write_data,
    output [31:0] rs1_data,
    output [31:0] rs2_data
);
    reg [31:0] registers[0:31];
    integer i;
    initial begin
        for (i = 0; i < 32; i = i + 1) begin
            registers[i] = 32'b0;
        end
    end
    assign rs1_data = (rs1_addr != 5'b00000) ? registers[rs1_addr] : 32'b0;
    assign rs2_data = (rs2_addr != 5'b00000) ? registers[rs2_addr] : 32'b0;
    always @(posedge clk) begin
        if (rst) begin
            for (i = 0; i < 32; i = i + 1) begin
                registers[i] <= 32'b0;
            end
        end else if (RegWrite && (rd_addr != 5'b00000)) begin
            registers[rd_addr] <= write_data;
        end
    end
endmodule
```
**run.sh**
```bash
#!/bin/bash
# OpenROAD 26Q1-2900-gdf79404cd8, Yosys 0.63+post, stock flow scripts
make -C /OpenROAD-flow-scripts/flow DESIGN_CONFIG=/design/flow/config.mk WORK_HOME=/design/flow/orfs finish
```
==> impl_metrics.tcl <==
# implementation run metrics
set metrics [dict create \
    outcome "finished clean" \
    rsz0062_at_grt "no" \
    syn_avg_cell_area_um2 12.1 \
    cts_sinks 1056 \
    numCtsBuffers 112 \
    yosys-stat-area_mm2 0.0630 \
    cts_post_setup_buffers_inserted 0 \
    wl_per_cell_um 30.3 \
    max_freq_ghz 0.0409 \
    relSlewSlack_pct 35.7 \
    crit_fanout 66 \
    warning_count 89 \
    tightest_slew_ns 0.938 \
    die_h_um 460 \
    post-synth-top-area-cell "edfxtp_1" \
    path_clk_slew_ns 0.06 \
    dpl.hpwl_um 164000 \
    pwr_density_cell_mw_per_mm2 45.5 \
    cts_max_level 3 \
    drtAntennaViolNets 0 \
    setup_violations 0 \
    drtIter0Drc 4167 \
    yosysCellCount 5223 \
    whs_endpoint "pc[0]$_DFFE_PP0P_" \
    num_rows 167 \
    hold_depth 1 \
    synth_seq_share_pct 50.1 \
    grt_max_degree 67 \
    synth_area_mm2 0.0630 \
    cts_resized 0 \
    path_class "input port to output port" \
    die_width_um 460 \
    dr_total_vias 46900 \
    cap_violations 0 \
    fin_skew_ns 0.109 \
    r2r_start "rf.registers[2][5]$_SDFFCE_PN0P_" \
    port_buffers 176 \
    layout_min_cycle_time_ns 24.46 \
    synth-edff-count 1024 \
    vias_per_cell 5.74 \
    core_area_mm2 0.208 \
    total_power_w 0.00328 \
    ir_drop_v 0.0000462 \
    cts_hold_buf 0 \
    fp_util_pct 30.3 \
    cts-root-buf "clkbuf_16" \
    finalSetupTns_ns 0 \
    final_layout_size_suffix_gt1_share_pct 17.7 \
    total_leakage_power_nw 26.1 \
    wl_met2_um 109000 \
    hold_path.class "register to register" \
    r2r-end "pc[3]$_DFF_PP0_" \
    worstPathRequired_ns 31.52 \
    comb_area_mm2 0.0296 \
    routed_wl_um 248000 \
    grt_pass1_wl_um 352000 \
    antenna_found_initial 10 \
    syn_inst 5223 \
    top_cell_area_share_pct 48.8 \
    fill_cells 19900 \
    end_kind "output port" \
    grt.overflow.total 0 \
    drc 0 \
    flop_area_mm2 0.0316 \
    grt_pass1_vias 48700 \
    chipArea_mm2 0.212 \
    yosysWarnings 4 \
    area_growth_syn_to_layout_pct 14.3 \
    worst_setup_path_start_kind "input port" \
    crit_arrival_ns 16.58 \
    drt-met1-wl_um 81300 \
    async_flop_share_pct 3.03 \
    flop_cell "edfxtp_1" \
    synth_cell_type_count 98 \
    top_cells_by_area "edfxtp_1, mux4_2, nor2_1, mux2i_1, ha_1" \
    dr.pass1.iters 6 \
    timing.final.crit_share_pct 62.1 \
    io-pin-count 177 \
    clock.latency.late_pin_ns 0.78 \
    gp_congestion 0.995 \
    reg2regPathDepth 22 \
    rrSetupSlack_ns 30.81 \
    synth-seq-cells 1056 \
    min-delay-start "pc[0]$_DFFE_PP0P_" \
    grtUsageTotal_pct 24.6 \
    hold_viol 0 \
    wl_met3_um 44500 \
    slew_viol_final 0 \
    routed.top_layer "met5" \
    tritoncts "built" \
    cts_buffer_depth 3 \
]
-- logic make-up after synthesis --
group           after synthesis  share of synthesized area, %
other cells                   1                       0.00595
flops                      1056                          50.1
mux                         864                          22.3
simple gates               1801                          12.2
buf+inv                     591                          4.09
compound gates              701                          7.62
fa+ha+maj                   130                          2.62
xor+xnor                     79                          1.10
-- area by class of cell --
type / instances / area share [%]
Sequential cell: 1056 / 43.8
Multi-Input combinational cell: 3607 / 41.1
Tap cell: 2788 / 4.84
Timing Repair Buffer: 374 / 4.53
Clock buffer: 136 / 4.02
Clock inverter: 69 / 1.04
Inverter: 129 / 0.681
Antenna cell: 9 / 0.0313
-- sequential cells by signal, indices dropped and copies added, names as in the netlist --
name,count
rf.registers,1024
pc,32
-- critical path, stage by stage --
cell and delay, ns:
buf_8 0.39, buf_4 0.65, buf_4 0.64, buf_4 0.55
buf_4 0.62, mux4_2 0.41, mux4_2 0.52, mux2i_1 0.27
nor2_1 0.15, buf_4 0.22, a21oi_1 0.27, ha_1 0.38
or3_1 0.37, nor3_1 0.32, nand2b_1 0.09, o21ai_0 0.32
a221oi_1 0.23, o211ai_1 0.22, a21oi_1 0.15, a2111oi_0 0.55
mux2i_1 0.16, a21oi_1 0.36, inv_1 0.11, clkdlybuf4s50_1 0.44
-- synthesized netlist by cell type, types with 28 or more instances --
cell type,n
mux4_2,430
nor2_1,1190
xnor2_1,44
buf_1,47
nor2b_1,28
a22oi_1,137
nand2b_1,29
ha_1,127
o22ai_1,72
buf_4,31
a21oi_1,154
a211oi_1,30
nand2_1,221
mux2i_1,410
edfxtp_1,1024
nand3_1,94
o21ai_0,81
nor3_1,65
buf_2,66
dfrtp_1,32
inv_1,123
clkbuf_1,300
xor2_1,35
-- per-stage QoR --
step	instance area, um2	utilization, %	std cells	worst slack (ns)	hold WS (ns)
2_1_floorplan	63100	-	5254	17.66	0.465
3_3_place_gp	68400	32.9	7954	14.99	0.525
3_5_place_dp	68400	32.9	7954	15.12	0.537
4_1_cts	72000	34.6	8159	15.09	0.549
5_1_grt	72000	34.6	8165	14.50	0.581
6_report	72000	34.6	8168	14.94	0.545
-- metal layers --
| layer | track usage, % | vias to the layer above |
|---|---|---|
| li1 | - | 19800 |
| met1 | 27.2 | 22800 |
| met2 | 35.7 | 3512 |
| met3 | 18.6 | 708 |
| met4 | 9.28 | 33 |
| met5 | 4.82 | - |
-- placed cells by master (no fill, tap or decap), types with 14 or more instances in the layout --
cell	n
a21o_1	19
o21ai_0	75
mux2i_1	384
a21oi_1	151
nand2b_1	29
a31oi_1	22
nor3_1	64
clkinv_2	14
o211ai_1	24
and3_1	22
clkbuf_16	112
nor2b_1	24
nand3_1	92
mux4_2	430
xor2_1	35
buf_4	199
clkbuf_1	24
ha_1	127
clkinv_1	33
a22oi_1	137
xnor2_1	44
nand2_2	60
o22ai_1	72
nand4_1	23
clkdlybuf4s50_1	165
edfxtp_1	1024
or3_1	23
mux2i_4	27
nand2_1	162
inv_1	122
a211oi_1	30
nor2_1	1188
dfrtp_1	32
and2_1	27
a221oi_1	21
conb_1	32
-- power breakdown --
group	internal (W)	leakage, nW	total [W]	switching, W
Clock	0.000596	1.75	0.00106	0.000464
Sequential	0.00127	11.0	0.00129	0.0000198
Combinational	0.000296	13.4	0.000933	0.000637
-- how the worst max path moves through the flow --
stage / to / startpoint / cells past startpoint / slack, ns
4_1_cts: alu_result_out[31] / instruction[21] / 24 / 15.09
5_1_grt: alu_result_out[31] / instruction[21] / 23 / 14.50
6_report: alu_result_out[31] / instruction[21] / 24 / 14.94
Power and IR drop assume default switching activity.
